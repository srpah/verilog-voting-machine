--- ./config.mk ---
export PLATFORM = sky130hd
export DESIGN_NAME = votingMachine
export DESIGN_NICKNAME = votingMachine
export VERILOG_FILES = /design/flow/design.v
export SDC_FILE = /design/flow/constraint.sdc
export NUM_CORES = 4
export LEC_CHECK = 1
export CORE_UTILIZATION = 30
--- ./constraint.sdc ---
current_design votingMachine

set clk_period 11.8
set clk_io_pct 0.2

create_clock -name clk0 -period $clk_period [get_ports {clock}]

set non_clock_inputs [all_inputs -no_clocks]
set_input_delay [expr $clk_period * $clk_io_pct] -clock clk0 $non_clock_inputs
set_output_delay [expr $clk_period * $clk_io_pct] -clock clk0 [all_outputs]
--- ./design.v ---
module buttonControl #(
  parameter integer DEBOUNCE_CYCLES  = 500,
  parameter integer LONG_PRESS_CYCLES = 11
)(
  input  wire clock,
  input  wire reset,
  input  wire button_raw,
  output reg  valid_vote,
  output reg  pressed_level
);
  localparam integer DBW = $clog2(DEBOUNCE_CYCLES + 1);
  localparam integer LPW = $clog2(LONG_PRESS_CYCLES + 1);
  reg sync_0, sync_1;
  reg [DBW-1:0] debounce_cnt;
  reg debounced;
  reg [LPW-1:0] hold_cnt;
  always @(posedge clock) begin
    if (reset) begin
      sync_0        <= 1'b0;
      sync_1        <= 1'b0;
      debounce_cnt  <= {DBW{1'b0}};
      debounced     <= 1'b0;
      hold_cnt      <= {LPW{1'b0}};
      valid_vote    <= 1'b0;
      pressed_level <= 1'b0;
    end else begin
      sync_0 <= button_raw;
      sync_1 <= sync_0;
      if (sync_1 != debounced) begin
        if (debounce_cnt < DEBOUNCE_CYCLES)
          debounce_cnt <= debounce_cnt + 1'b1;
        else begin
          debounced    <= sync_1;
          debounce_cnt <= {DBW{1'b0}};
        end
      end else
        debounce_cnt <= {DBW{1'b0}};
      pressed_level <= debounced;
      valid_vote <= 1'b0;
      if (debounced) begin
        if (hold_cnt == (LONG_PRESS_CYCLES - 1)) begin
          hold_cnt   <= hold_cnt + 1'b1;
          valid_vote <= 1'b1;
        end else if (hold_cnt < (LONG_PRESS_CYCLES - 1))
          hold_cnt <= hold_cnt + 1'b1;
      end else
        hold_cnt <= {LPW{1'b0}};
    end
  end
endmodule
module modeControl(
  input             clock,
  input             reset,
  input             mode,
  input             valid_vote_casted,
  input      [7:0]  candidate1_vote,
  input      [7:0]  candidate2_vote,
  input      [7:0]  candidate3_vote,
  input      [7:0]  candidate4_vote,
  input             candidate1_button_pressed_level,
  input             candidate2_button_pressed_level,
  input             candidate3_button_pressed_level,
  input             candidate4_button_pressed_level,
  output reg [7:0]  leds
);
  localparam integer FLASH_CYCLES = 100;
  localparam integer FCW = $clog2(FLASH_CYCLES + 1);
  reg [FCW-1:0] flash_ctr;
  always @(posedge clock) begin
    if (reset)
      flash_ctr <= {FCW{1'b0}};
    else if (valid_vote_casted)
      flash_ctr <= FLASH_CYCLES;
    else if (flash_ctr > 0)
      flash_ctr <= flash_ctr - 1'b1;
  end
  always @(posedge clock) begin
    if (reset)
      leds <= 8'h00;
    else if (mode == 1'b0)
      leds <= (flash_ctr > 0) ? 8'hFF : 8'h00;
    else begin
      if (candidate1_button_pressed_level)
        leds <= candidate1_vote;
      else if (candidate2_button_pressed_level)
        leds <= candidate2_vote;
      else if (candidate3_button_pressed_level)
        leds <= candidate3_vote;
      else if (candidate4_button_pressed_level)
        leds <= candidate4_vote;
      else
        leds <= 8'h00;
    end
  end
endmodule
module results(
  input  wire [7:0] cand1,
  input  wire [7:0] cand2,
  input  wire [7:0] cand3,
  input  wire [7:0] cand4,
  output reg  [2:0] winner_id,
  output reg  [7:0] winner_votes,
  output reg        tie
);
  integer eq_count;
  always @(*) begin
    winner_id    = 3'd1;
    winner_votes = cand1;
    tie          = 1'b0;
    if (cand2 > winner_votes) begin winner_votes = cand2; winner_id = 3'd2; end
    if (cand3 > winner_votes) begin winner_votes = cand3; winner_id = 3'd3; end
    if (cand4 > winner_votes) begin winner_votes = cand4; winner_id = 3'd4; end
    eq_count = 0;
    if (cand1 == winner_votes) eq_count++;
    if (cand2 == winner_votes) eq_count++;
    if (cand3 == winner_votes) eq_count++;
    if (cand4 == winner_votes) eq_count++;
    if (eq_count > 1) begin
      tie = 1'b1;
      winner_id = 3'd0;
    end
  end
endmodule
module voteLogger(
  input             clock,
  input             reset,
  input             mode,
  input             cand1_vote_valid,
  input             cand2_vote_valid,
  input             cand3_vote_valid,
  input             cand4_vote_valid,
  output reg [7:0]  cand1_vote_recvd,
  output reg [7:0]  cand2_vote_recvd,
  output reg [7:0]  cand3_vote_recvd,
  output reg [7:0]  cand4_vote_recvd
);
  always @(posedge clock) begin
    if (reset) begin
      cand1_vote_recvd <= 8'd0;
      cand2_vote_recvd <= 8'd0;
      cand3_vote_recvd <= 8'd0;
      cand4_vote_recvd <= 8'd0;
    end else if (mode == 1'b0) begin
      if (cand1_vote_valid)
        cand1_vote_recvd <= cand1_vote_recvd + 1'b1;
      else if (cand2_vote_valid)
        cand2_vote_recvd <= cand2_vote_recvd + 1'b1;
      else if (cand3_vote_valid)
        cand3_vote_recvd <= cand3_vote_recvd + 1'b1;
      else if (cand4_vote_valid)
        cand4_vote_recvd <= cand4_vote_recvd + 1'b1;
    end
  end
endmodule
module votingMachine(
  input        clock,
  input        reset,
  input        mode,
  input        button1_raw,
  input        button2_raw,
  input        button3_raw,
  input        button4_raw,
  output [7:0] led,
  output [2:0] winner_id,
  output [7:0] winner_votes,
  output       tie,
  output [7:0] cand1_count,
  output [7:0] cand2_count,
  output [7:0] cand3_count,
  output [7:0] cand4_count
);
  wire valid_vote_1, valid_vote_2, valid_vote_3, valid_vote_4;
  wire pressed_1, pressed_2, pressed_3, pressed_4;
  wire [7:0] c1, c2, c3, c4;
  wire anyValidVote = valid_vote_1 | valid_vote_2 | valid_vote_3 | valid_vote_4;
  buttonControl bc1(clock, reset, button1_raw, valid_vote_1, pressed_1);
  buttonControl bc2(clock, reset, button2_raw, valid_vote_2, pressed_2);
  buttonControl bc3(clock, reset, button3_raw, valid_vote_3, pressed_3);
  buttonControl bc4(clock, reset, button4_raw, valid_vote_4, pressed_4);
  voteLogger VL(
    clock, reset, mode,
    valid_vote_1, valid_vote_2, valid_vote_3, valid_vote_4,
    c1, c2, c3, c4
  );
  modeControl MC(
    clock, reset, mode, anyValidVote,
    c1, c2, c3, c4,
    pressed_1, pressed_2, pressed_3, pressed_4,
    led
  );
  results RES(c1, c2, c3, c4, winner_id, winner_votes, tie);
  assign cand1_count = c1;
  assign cand2_count = c2;
  assign cand3_count = c3;
  assign cand4_count = c4;
endmodule
--- ./run.sh ---
#!/bin/bash
# OpenROAD 26Q1-2900-gdf79404cd8, Yosys 0.63+post, stock flow scripts
make -C /OpenROAD-flow-scripts/flow DESIGN_CONFIG=/design/flow/config.mk WORK_HOME=/design/flow/orfs finish
==> run_results.csv <==
group,metric,value,unit
synth,async_flop_share,0,
drt,drc,0,
job,tool_warnings,30,
synth,synth-edff-count,0,
clock_network,cts_resized,0,
cells_and_area,utilization,0.3714,
clock_network,clock_path_buffers,2,
drt,drtPass1Iterations,5,
power_and_ir_drop,p_total,1.023,mW
synth,common_cells,"142 x nor2_1, 119 x dfxtp_1, 64 x a21oi_1",
die,io_pins,59,
die,die_w,159.7,um
final_timing,setup_viol,0,
drt,routed_wl,22010,um
final_timing,post-route-min-period,11.30,ns
place,place_area,8422,um2
grt,grt_pass1_wl,35630,um
synth,ys_top_cells_by_area,"dfxtp_1 32%, xnor2_1 7.3%, nor2_1 7.1%",
place,place_ws,0.8260,ns
synth,ys_chip_area,7465,um2
clock_network,clk_pin_slew_worst_paths,0.05,ns
critical_path,rrSetupSlack,9.91,ns
grt,grt_pass1_vias,6498,
final_timing,rsz0062_at_grt,"false",
critical_path,crit_path_max_fanout,10,
final_timing,whs,0.4390,ns
final_timing,drv_slew,0,
place,port_buffers,58,
clock_network,cts_tree,"done",
drt,viasPerCell,5.202,
synth,synth_area_per_cell,8.044,um2
power_and_ir_drop,ir_worst_vdd,0.00009149,V
job,cap_violations,0,
critical_path,slowest_stage,"or4_4",
synth,yosysWarnings,4,
clock_network,post_cts_buffers,0,
die,die_area,25520,um2
die,core,24390,um2
run_status,outcome,"complete, no violations",
grt,grt_use_total,0.1805,
grt,grt_max_degree,57,
synth,synth.most_common_cell,"nor2_1",
place,gp_congestion,1.042,
final_timing,maxSlewHeadroom,0.4717,
synth,syn-cell-area,7465,um2
power_and_ir_drop,p_leak,3.451,nW
grt,gr-total-overflow,0,
die,row_count,57,
cells_and_area,drive_gt1_frac,0.08779,
die,fp_util,0.3060,
final_timing,worst_pin_slew,0.7914,ns
final_timing,fin_ws,0.4960,ns
power_and_ir_drop,power_density,112.9,nW/um2
synth,yosys.area.top_type_share,0.3191,
drt,antenna_left,0,
critical_path,path_class,"register to output pin",
synth,syn_inst,928,
hold_path,hold_class,"register to register",
clock_network,ctsHoldBuffers,0,
drt,wire_per_inst,16.74,um
cells_and_area,final_cell_area,9060,um2
critical_path,startpoint_type,"register",
synth,ys_ff,119,
drt,num_vias,6841,
synth,yosysCellCount,928,
critical_path,crit_path_end_kind,"output pin",
clock_network,clockRootBuffer,"clkbuf_16",
drt,drt_iter0_drc,488,
synth,synth_seq_share,0.3191,
critical_path,required,9.44,ns
final_timing,post-route-period-util,0.9580,
drt,antenna-diode-count,0,
critical_path,worst_path_largest_cell_delay,0.56,ns
final_timing,hold_viol,0,
synth,flop_cell,"dfxtp_1",
cells_and_area,area_growth,21.37,%
critical_path,worstPathArrival,8.94,ns
final_timing,max_freq,88.46,MHz
final_timing,skew,0.007832,ns
clock_network,cts_inserted_buffers,17,
place,placedCellCount,1283,
clock_network,clock-sinks,119,
clock_network,clk_latency,0.41,ns
grt,antenna_found_initial,0,
die,die_h,159.7,um
final_timing,timing.setup.tns,0,ns
synth,synth_cell_types,75,
synth,top_area_cell,"dfxtp_1",
place,hpwl,16150,um
clock_network,htreeDepth,4,
cells_and_area,layout.cells.non_filler,1315,
==> layer usage <==
metal | up-vias | GRT usage | part of all wire
li1 | 3400 | - | -
met1 | 3119 | 0.2574 | 0.45
met2 | 261 | 0.2759 | 0.43
met3 | 61 | 0.03706 | 0.075
met4 | 0 | 0.05944 | 0.037
met5 | - | 0 | 0
==> worst max-delay path, delay by kind of cell (launching register included) <==
family,cells,cell delay (ns)
flops,1,0.50
compound gates,12,2.95
simple gates,13,2.76
fa+ha+maj,4,1.29
buf+inv,5,1.03
==> placed cells by master (no fill, tap or decap), types with 25 or more instances in the layout <==
master             n
a21oi_1           61
buf_4             25
clkdlybuf4s50_1   57
dfxtp_1          117
ha_1              41
inv_1             51
nand2_1           44
nand3_1           40
nor2_1           142
nor3_1            27
xnor2_1           62
xor2_1            36
==> final cells by class <==
type	instances	area [um2]
inverters	52	198.9
multi-input cells	705	4701
fillers	2438	15330
well taps	324	405.4
flip-flops and latches	119	2385
clock inverters	14	177.7
clock buffers	18	429.2
repair buffers	83	763.2
==> logic make-up after synthesis <==
group,count (synthesis),synth area share
simple gates,344,0.2236
compound gates,207,0.1990
flops,119,0.3191
buf+inv,104,0.05447
xor+xnor,98,0.1150
fa+ha+maj,41,0.06872
mux,15,0.02011
==> where the power goes <==
group	total, mW	switching, mW	internal, mW
logic	0.0743	0.0391	0.0352
registers	0.427	0.00953	0.418
clock network	0.521	0.188	0.334
total	1.02	0.236	0.786
==> sequential cells by signal (all words and copies together) (netlist names), 4 cells and up <==
| signal | flops |
|---|---|
| MC.leds | 8 |
| VL.cand2_vote_recvd | 8 |
| bc1.debounce_cnt | 9 |
| bc4.debounce_cnt | 9 |
| VL.cand1_vote_recvd | 8 |
| bc2.debounce_cnt | 9 |
| bc3.hold_cnt | 4 |
| bc4.hold_cnt | 4 |
| MC.flash_ctr | 7 |
| bc3.debounce_cnt | 9 |
| bc1.hold_cnt | 4 |
| VL.cand3_vote_recvd | 8 |
| VL.cand4_vote_recvd | 8 |
| bc2.hold_cnt | 4 |
==> final timing paths <==
kind,from,to,depth (start not counted)
max,VL.cand1_vote_recvd[5]$_SDFFE_PP0P_,winner_id[1],34
min,bc2.debounce_cnt[0]$_SDFF_PP0_,bc2.debounce_cnt[0]$_SDFF_PP0_,1
max reg2reg,MC.flash_ctr[0]$_SDFFE_PP0N_,MC.flash_ctr[5]$_SDFFE_PP0P_,8
min reg2reg,bc2.debounce_cnt[0]$_SDFF_PP0_,bc2.debounce_cnt[0]$_SDFF_PP0_,1
Power and IR drop assume default switching activity.
